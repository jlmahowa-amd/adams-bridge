File: flow/design.v
package abr_ahb_defines_pkg;
  parameter ABR_H_OKAY=1'b0;
  parameter ABR_H_ERROR=1'b1;
endpackage
package abr_prim_pkg;
  typedef enum logic [31:0] {
    ImplGeneric,
    ImplXilinx,
    ImplBadbit
  } impl_e;
endpackage : abr_prim_pkg
package abr_prim_sparse_fsm_pkg;
  typedef enum logic {Idle, Done} state_t;
endpackage : abr_prim_sparse_fsm_pkg
package abr_prim_subreg_pkg;
  typedef enum logic [2:0] {
    SwAccessRW  = 3'd0,  
    SwAccessRO  = 3'd1,  
    SwAccessWO  = 3'd2,  
    SwAccessW1C = 3'd3,  
    SwAccessW1S = 3'd4,  
    SwAccessW0C = 3'd5,  
    SwAccessRC  = 3'd6   
  } sw_access_e;
endpackage
package decompose_defines_pkg;
    typedef enum logic {DCMP_RD_IDLE, DCMP_RD_MEM} dcmp_read_state_e;
    typedef enum logic {DCMP_WR_IDLE, DCMP_WR_MEM} dcmp_write_state_e;
    localparam sign_op = 'h0,
               verify_op = 'h1;
    typedef logic dcmp_mode_t;
endpackage
package makehint_defines_pkg;
    typedef enum logic [2:0] {MH_IDLE, MH_RD_MEM, MH_WAIT1, MH_WAIT2, MH_FLUSH_SBUF, MH_RD_IBUF_LOW, MH_RD_IBUF_HIGH, MH_RD_IBUF_MID} mh_read_state_e;
endpackage
package norm_check_defines_pkg;
    parameter z_bound = 2'h0, r0_bound = 2'h1, ct0_bound = 2'h2;
    typedef logic [1:0] chk_norm_mode_t;
    typedef enum logic [1:0] {CHK_IDLE, CHK_RD_MEM, CHK_DONE} chk_read_state_e;
endpackage
package power2round_defines_pkg;
    typedef enum logic [1:0] {T_RD_IDLE, T_RD_MEM, T_RD_DONE} power2round_read_state_type;
    typedef enum logic [1:0] {SK_WR_IDLE, SK_WR_WAIT, SK_WR_MEM, SK_WR_DONE} power2round_sk_write_state_type;
    typedef enum logic [1:0] {PK_WR_IDLE, PK_WR_API, PK_WR_DONE} power2round_pk_write_state_type;
endpackage
package sib_pkg;
  typedef enum logic [1:0] {
    SIB_IDLE         = 2'b00,
    SIB_SIGN_BUFFER  = 2'b01,
    SIB_ACTIVE       = 2'b10,
    SIB_DONE         = 2'b11
} sib_fsm_state_e;
endpackage
package sigdecode_h_defines_pkg;
    typedef enum logic [1:0] {SDH_RD_IDLE, SDH_RD_HINTSUM, SDH_RD_INIT, SDH_RD_EXEC} sdh_read_state_e;
    typedef enum logic [1:0] {SDH_WR_IDLE, SDH_WR_INIT, SDH_WR_MEM} sdh_write_state_e;
endpackage
package skdecode_defines_pkg;
    typedef enum logic [2:0] {SKDEC_RD_IDLE, SKDEC_RD_STAGE, SKDEC_RD_S1, SKDEC_RD_S2, SKDEC_RD_T0} skdec_read_state_e;
    typedef enum logic [2:0] {SKDEC_WR_IDLE, SKDEC_WR_STAGE, SKDEC_WR_S1, SKDEC_WR_S2, SKDEC_WR_T0} skdec_write_state_e;
endpackage
module abr_1r1w_ram #(
     parameter DEPTH      = 64
    ,parameter DATA_WIDTH = 32
    ,parameter ADDR_WIDTH = $clog2(DEPTH)
    )
    (
    input  logic                       clk_i,
    input  logic                       we_i,
    input  logic [ADDR_WIDTH-1:0]      waddr_i,
    input  logic [DATA_WIDTH-1:0]      wdata_i,
    input  logic                       re_i,
    input  logic [ADDR_WIDTH-1:0]      raddr_i,
    output logic [DATA_WIDTH-1:0]      rdata_o
    );
    logic [DEPTH-1:0][DATA_WIDTH-1:0] ram;
    always @(posedge clk_i) begin
        if (we_i) begin
            ram[waddr_i] <= wdata_i;
        end
    end
    always @(posedge clk_i) begin
        if (re_i) begin
            rdata_o <= ram[raddr_i];
        end
    end
endmodule
File: flow/constraint.sdc
current_design abr_1r1w_ram

set clk_period 50.9
set clk_io_pct 0.2

create_clock -name clk0 -period $clk_period [get_ports {clk_i}]

set non_clock_inputs [all_inputs -no_clocks]
set_input_delay [expr $clk_period * $clk_io_pct] -clock clk0 $non_clock_inputs
set_output_delay [expr $clk_period * $clk_io_pct] -clock clk0 [all_outputs]
File: flow/run.sh
#!/bin/bash
# OpenROAD 26Q1-2900-gdf79404cd8, Yosys 0.63+post, stock flow scripts
make -C /OpenROAD-flow-scripts/flow DESIGN_CONFIG=/design/flow/config.mk WORK_HOME=/design/flow/orfs finish
File: flow/config.mk
export PLATFORM = sky130hd
export DESIGN_NAME = abr_1r1w_ram
export DESIGN_NICKNAME = abr_1r1w_ram
export VERILOG_FILES = /design/flow/design.v
export SDC_FILE = /design/flow/constraint.sdc
export NUM_CORES = 4
export LEC_CHECK = 1
export CORE_UTILIZATION = 40
==> summary.txt <==
Notes on the physical implementation.

- The area overhead of the layout relative to synthesis is 10.6%, for reference.
- The final max-slew violation count is 0, for reference.
- The die is 511 um wide.
- Walking the worst path, the cells encountered are clkdlybuf4s50_1, inv_1, ha_1, xnor2_1, nand2_1, nor3_1, nand2_2, buf_4, mux2_2.
- The main flop type is sky130_fd_sc_hd__edfxtp_1, for reference.
- RePlAce ended its routability-driven mode at a weighted congestion of 0.843.
- In this run, synthesis produced a sequential element count of roughly 2,100.
- The number of global-route vias before repair is 59,800.
- Per the OpenROAD floorplan log, the area of the core is 0.257 mm^2.
- The initial antenna violation count is 6, for reference.
- Note that the worst hold path type here is flop to flop.
- The final non-filler cell area is 0.115 mm^2, for reference.
- The critical path endpoint has a required time of roughly 50 ns.
- Counting tap cells, the placed design contains a total of between 8,000 and 9,000 instances.
- The final standard cell utilization of the core is 0.446, for reference.
- The sum of buffers and inverters on the critical path is 3, for reference.
- Dividing the final minimum period by the clock period gives 0.271.
- The pre-antenna-repair detailed-routing pass consisted of 5 iterations.
- Setup repair after global routing left no endpoint under its margin.
- The number of standard cells in the final layout excluding fillers is between 9,000 and 10,000, for reference.
- Across all stage logs, warnings added up to 35.
- The layout summary lists the proportion of cells stronger than drive strength 1 as 0.529.
- The root buffer cell is sky130_fd_sc_hd__clkbuf_16, for reference.
- The number of distinct library cell variants in the gate-level netlist after synthesis is 57, for reference.
- The wire length reported by the detailed router is between 200 and 300 mm, for reference.
- The clock tree from TritonCTS is done, for reference.
- The die is 511 um tall.
- The floorplan die area is 0.261 mm^2, for reference.
- The global-route wire length before repair is 421 mm, for reference.
- Endpoints failing hold in the final report were tallied at 0.
- The HPWL after detailed placement is 165 mm, for reference.
- The synth_stat.txt file lists the number of cells as 5,843.
- The floorplan has 186 rows.
- The cell type that accounts for the most area after synthesis is sky130_fd_sc_hd__edfxtp_1.
- The buffer_ports step reported a buffer count of 78.
- The placed standard-cell area is between 0.1 and 0.15 mm^2, for reference.
- By count the netlist is led by sky130_fd_sc_hd__edfxtp_1, sky130_fd_sc_hd__mux2_2, sky130_fd_sc_hd__mux4_2.
- The flow ran to the end, and the final reports show no timing, DRC or antenna violations.
- Based on the critical path, the design can be clocked at up to 0.0725 GHz.
- Endpoints with negative setup slack in the final report add up to 0.
- The critical path start-end classification is primary input to flop, for reference.
- The H-tree generated during clock tree synthesis spans 4 levels.
- The proportion of netlist area held by the largest area contributor is 0.602, for reference.
- The clock network latency to the later pin of the worst-skew pair is approximately 0.89 ns, for reference.
- The biggest cell delay along the critical path is 0.90 ns, for reference.
- CTS added clock buffers totalling 224.
- The largest net degree at the start of global routing is 133, for reference.
- The DRC marker count from the first detailed-route iteration is approximately 3,500, for reference.
- Summed over all routing layers, the global router reports a total usage of 0.240.
- The leakage power summed over all cells is roughly 0.038 uW, for reference.
- The maximum buffer depth of the clock tree is 3, for reference.
- STA classifies the critical path startpoint as a primary input.
- On the reported timing paths, the clock transition at the registers reads 0.06 ns.
- The cell family contributing the most delay on the critical path is simple AND/OR/NAND/NOR gates.
- The synthesis report lists the Yosys warning total as 1.
- For this block, the via count after detailed routing is 56,300.
- The script logs the mean routed wire length per placed instance as 30.9 um.
- The residual antenna-violating net count after detailed routing is 0, for reference.
- At the floorplan stage, the core utilization is reported as 0.403.
- Global routing finished with a remaining overflow of 0.
- The netlist area before placement is 0.104 mm^2, for reference.
- According to the timing report, the arrival time at the worst endpoint equals 14.40 ns.
- The via count normalized by instance count is 6.04, for reference.
- The worst relative slew slack is 0.295, for reference.
- After clock tree synthesis, the flow added hold-fix buffers numbering 0.
- For the final routed database, the setup TNS stands at 0 ns.
- The report lists the power per cell area as 34.7 mW/mm^2.
- For the final database, setup skew stands at 0.0632 ns.
- The synthesized design contains 2,080 enable-type register cells.
- The clock drives 2,080 sinks.
- The post-synthesis average cell area is between 15 and 20 um^2, for reference.
- For the pin with the worst max-slew slack, the measured transition is 1.06 ns.
- For this run, the register share of the synthesized area comes to 0.602.
- In the synthesized netlist the async set-or-reset flop fraction comes to 0.
- Synthesis produced a netlist whose cell count is 5,843.
- In the routed design, unresolved DRC markers number 0.
- In this run the register-to-register setup slack is 48.39 ns.
- The analysis reports a worst IR drop on VDD of 31.5 uV.
- The total of max-cap violations is 0, for reference.
- Counting I/O delays and the setup requirement, the final critical path takes ~14 ns.
- The synthesis area per yosys is just over 0.1 mm^2, for reference.
- The sort of element at the end of the critical path is a flop, for reference.
- The number of gates resized after cts is 0, for reference.
- In the post-synthesis netlist, the biggest area contributors are sky130_fd_sc_hd__edfxtp_1, sky130_fd_sc_hd__mux2_2, sky130_fd_sc_hd__mux4_2.
- The most frequently used library cell after synthesis is sky130_fd_sc_hd__edfxtp_1.
- Per the STA report, the cell with the highest stage delay on the worst path is sky130_fd_sc_hd__nor3_1.
- Looking at the critical path, the highest net fanout was 18.
- The floorplan report gives the top-level pin count as 79.
- The post-CTS repair timing setup buffer count is 0, for reference.
## per-stage QoR
| stage | hold slack, ns | power [uW] | setup WS (ns) |
|---|---|---|---|
| 2_1_floorplan | 0.523 | 2330 | 38.20 |
| 3_3_place_gp | 0.536 | 2470 | 36.05 |
| 3_5_place_dp | 0.545 | 2490 | 36.07 |
| 4_1_cts | 0.558 | 4010 | 37.04 |
| 5_1_grt | 0.572 | 4110 | 36.68 |
| 6_report | 0.557 | 3970 | 37.11 |
## cell type report
type                       instances  area (um^2)
antenna                            2         5.00
clock buffer                     294         5890
clock inverter                   106          821
fill                           21800       143000
inverter                           5         18.8
multi-input combinational       3150        38800
sequential                      2080        62500
tap                             3384         4230
timing repair buffer             307         2430
## worst paths after layout
kind | to | start | depth (start not counted)
hold reg to reg | ram[587]$_DFFE_PP_ | ram[587]$_DFFE_PP_ | 1
setup / recovery | ram[858]$_DFFE_PP_ | waddr_i[0] | 9
setup reg to reg | rdata_o[27]$_DFFE_PP_ | ram[1403]$_DFFE_PP_ | 5
hold / removal | ram[587]$_DFFE_PP_ | ram[587]$_DFFE_PP_ | 1
## power by group
| part | internal (uW) | switching [uW] |
|---|---|---|
| clock | 844 | 682 |
| sequential | 2020 | 47.9 |
| combinational | 181 | 203 |
| total | 3040 | 933 |
## worst reg2reg max path, delay by kind of cell (launching register included)
family	cells	cell delay, ns
AND-OR/OR-AND	4	1.29
flip-flops	1	0.41
multiplexers	1	0.46
## layer usage
layer	wire, um	GRT usage	up-vias
li1	-	-	23800
met1	105000	0.321	29600
met2	136000	0.354	2564
met3	40200	0.146	381
met4	6770	0.0434	8
met5	232	0.00621	-
## placed cells by master, fill, tap and decap left out, types with 40 or more instances in the layout
cell,Yosys,layout
sky130_fd_sc_hd__mux2i_1,46,46
sky130_fd_sc_hd__mux4_2,508,508
sky130_fd_sc_hd__a22o_1,40,40
sky130_fd_sc_hd__clkbuf_1,305,69
sky130_fd_sc_hd__edfxtp_1,2080,2080
sky130_fd_sc_hd__a21oi_1,51,51
sky130_fd_sc_hd__nor2_1,66,54
sky130_fd_sc_hd__mux2_2,2010,2010
sky130_fd_sc_hd__a221oi_1,60,60
sky130_fd_sc_hd__clkbuf_16,0,225
sky130_fd_sc_hd__clkinv_1,1,59
sky130_fd_sc_hd__o22ai_1,70,70
sky130_fd_sc_hd__buf_4,26,223
## flip-flops by register name (all words and copies together) (netlist names)
| signal | count |
|---|---|
| ram | 2048 |
| rdata_o | 32 |
## logic make-up (layout without fill, tap and decap cells)
| logic type | Yosys count | count (layout) | synth area share |
|---|---|---|---|
| adder cells (fa/ha/maj) | 2 | 2 | 0.000241 |
| AND/OR/NAND/NOR | 232 | 232 | 0.0115 |
| XOR/XNOR | 3 | 3 | 0.000253 |
| buffers and inverters | 613 | 712 | 0.0263 |
| other | 0 | 2 | 0 |
| multiplexers | 2602 | 2602 | 0.337 |
| AND-OR/OR-AND | 311 | 311 | 0.0223 |
| flip-flops | 2080 | 2080 | 0.602 |
Power is estimated from default activity; no workload was simulated.
