===== flow/constraint.sdc =====
current_design sib_mem

set clk_period 97.0
set clk_io_pct 0.2

create_clock -name clk0 -period $clk_period [get_ports {clk_i}]

set non_clock_inputs [all_inputs -no_clocks]
set_input_delay [expr $clk_period * $clk_io_pct] -clock clk0 $non_clock_inputs
set_output_delay [expr $clk_period * $clk_io_pct] -clock clk0 [all_outputs]

===== flow/run.sh =====
#!/bin/bash
# OpenROAD 26Q1-2900-gdf79404cd8, Yosys 0.63+post, stock flow scripts
make -C /OpenROAD-flow-scripts/flow DESIGN_CONFIG=/design/flow/config.mk WORK_HOME=/design/flow/orfs finish

===== flow/design.v =====
package abr_ahb_defines_pkg;
  parameter ABR_H_OKAY=1'b0;
  parameter ABR_H_ERROR=1'b1;
endpackage
package abr_prim_pkg;
  typedef enum logic [31:0] {
    ImplGeneric,
    ImplXilinx,
    ImplBadbit
  } impl_e;
endpackage : abr_prim_pkg
package abr_prim_sparse_fsm_pkg;
  typedef enum logic {Idle, Done} state_t;
endpackage : abr_prim_sparse_fsm_pkg
package abr_prim_subreg_pkg;
  typedef enum logic [2:0] {
    SwAccessRW  = 3'd0,  
    SwAccessRO  = 3'd1,  
    SwAccessWO  = 3'd2,  
    SwAccessW1C = 3'd3,  
    SwAccessW1S = 3'd4,  
    SwAccessW0C = 3'd5,  
    SwAccessRC  = 3'd6   
  } sw_access_e;
endpackage
package decompose_defines_pkg;
    typedef enum logic {DCMP_RD_IDLE, DCMP_RD_MEM} dcmp_read_state_e;
    typedef enum logic {DCMP_WR_IDLE, DCMP_WR_MEM} dcmp_write_state_e;
    localparam sign_op = 'h0,
               verify_op = 'h1;
    typedef logic dcmp_mode_t;
endpackage
package makehint_defines_pkg;
    typedef enum logic [2:0] {MH_IDLE, MH_RD_MEM, MH_WAIT1, MH_WAIT2, MH_FLUSH_SBUF, MH_RD_IBUF_LOW, MH_RD_IBUF_HIGH, MH_RD_IBUF_MID} mh_read_state_e;
endpackage
package norm_check_defines_pkg;
    parameter z_bound = 2'h0, r0_bound = 2'h1, ct0_bound = 2'h2;
    typedef logic [1:0] chk_norm_mode_t;
    typedef enum logic [1:0] {CHK_IDLE, CHK_RD_MEM, CHK_DONE} chk_read_state_e;
endpackage
package power2round_defines_pkg;
    typedef enum logic [1:0] {T_RD_IDLE, T_RD_MEM, T_RD_DONE} power2round_read_state_type;
    typedef enum logic [1:0] {SK_WR_IDLE, SK_WR_WAIT, SK_WR_MEM, SK_WR_DONE} power2round_sk_write_state_type;
    typedef enum logic [1:0] {PK_WR_IDLE, PK_WR_API, PK_WR_DONE} power2round_pk_write_state_type;
endpackage
package sib_pkg;
  typedef enum logic [1:0] {
    SIB_IDLE         = 2'b00,
    SIB_SIGN_BUFFER  = 2'b01,
    SIB_ACTIVE       = 2'b10,
    SIB_DONE         = 2'b11
} sib_fsm_state_e;
endpackage
package sigdecode_h_defines_pkg;
    typedef enum logic [1:0] {SDH_RD_IDLE, SDH_RD_HINTSUM, SDH_RD_INIT, SDH_RD_EXEC} sdh_read_state_e;
    typedef enum logic [1:0] {SDH_WR_IDLE, SDH_WR_INIT, SDH_WR_MEM} sdh_write_state_e;
endpackage
package skdecode_defines_pkg;
    typedef enum logic [2:0] {SKDEC_RD_IDLE, SKDEC_RD_STAGE, SKDEC_RD_S1, SKDEC_RD_S2, SKDEC_RD_T0} skdec_read_state_e;
    typedef enum logic [2:0] {SKDEC_WR_IDLE, SKDEC_WR_STAGE, SKDEC_WR_S1, SKDEC_WR_S2, SKDEC_WR_T0} skdec_write_state_e;
endpackage
module sib_mem #(
     parameter DEPTH      = 64
    ,parameter NUM_PORTS  = 1
    ,parameter DATA_WIDTH = 32
    ,parameter ADDR_WIDTH = $clog2(DEPTH)
    )
    (
    input  logic                                 clk_i,
    input  logic                                 zeroize,
    input  logic [NUM_PORTS-1:0]                 cs_i,
    input  logic [NUM_PORTS-1:0]                 we_i,
    input  logic [NUM_PORTS-1:0][ADDR_WIDTH-1:0] addr_i,
    input  logic [NUM_PORTS-1:0][DATA_WIDTH-1:0] wdata_i,
    output logic [NUM_PORTS-1:0][DATA_WIDTH-1:0] rdata_o
    );
    logic [DEPTH-1:0][DATA_WIDTH-1:0] mem;
    always @(posedge clk_i) begin
        if (zeroize) begin
            mem <= '0;
        end else begin
            for (int port = 0; port < NUM_PORTS; port++) begin
                if (cs_i[port] & we_i[port]) begin
                        mem[addr_i[port]] <= wdata_i[port];
                end
            end
        end
    end
    always @(posedge clk_i) begin
        for (int port = 0; port < NUM_PORTS; port++) begin
            if (cs_i[port] & ~we_i[port]) begin
                rdata_o[port] <= mem[addr_i[port]];
            end
        end 
    end
endmodule

===== flow/config.mk =====
export PLATFORM = sky130hd
export DESIGN_NAME = sib_mem
export DESIGN_NICKNAME = sib_mem
export VERILOG_FILES = /design/flow/design.v
export SDC_FILE = /design/flow/constraint.sdc
export NUM_CORES = 4
export LEC_CHECK = 1
export CORE_UTILIZATION = 50

==> CHANGELOG.md <==
## Flow update

* Crit start category: primary input
* Final hold vios at 0
* Die Wd at 429 um
* Reg clk slew, reported paths at 0.06 ns
* Mapped Cells at 10200
* Final Setup Violations at 0
* Avg Inst Size Synth at 8.94 um^2
* HP Class: reg -> reg
* CTS buffer count at 217
* Worst path arrival time at 25.25 ns
* Area after DPL at 0.0937 mm^2
* H-tree depth at 4
* Vias in the first global route at 77600
* YS chip area at 0.0912 mm^2
* Log Warnings at 38
* Register-to-Register Setup Slack at 94.40 ns
* Delay of the slowest critical-path stage at 0.78 ns
* Largest net degree at the start of global routing at 149
* Full die area at 0.184 mm^2
* HPWL after detailed placement at 197000 um
* Worst path bufs/invs at 8
* Routed WL at 354000 um
* CP Cell Sequence: buf_16 > buf_4 > buf_4 > buf_4 > buf_4 > buf_4 > buf_4 > buf_4 > a21oi_1
* Leakage at 33.5 nW
* Routability cong. at 0.949
* Post-synthesis cell area at 0.0912 mm^2
* Post-CTS Resized at 0
* Antenna violations before repair at 19
* Area share, top type at 0.450
* Share of cells above drive strength 1 at 0.138
* CTS sink count at 2080
* Antenna viol nets, final at 0
* Worst hold stages at 2
* P per Cell Area at 18.3 mW/mm^2
* Critical R2R Capture: rdata_o[20]
* Starting Density at 0.504
* First DRT Iteration DRCs at 8289
* RSZ-0062 raised after global routing: false
* Hold Startpoint: mem[823]
* Placement row count at 156
* Slowest CP cell: buf_4
* Top-count cell post-synth: dfxtp_1
* # Post-CTS Setup Buffers at 0
* Synth area leaders: dfxtp_1, mux4_2, a21oi_1
* Cell taking the most area after synthesis: dfxtp_1
* Largest delay share family, worst path: buffers and inverters
* Final Instance Area at 0.101 mm^2
* Fmax at 0.0407 GHz
* Fraction of registers with async set/reset at 0
* Height of the die at 429 um
* IO Pins at 74
* Critical Path Sink Type: flop
* Flops & latches, synth at 2080
* Max clock buf depth at 3
* Avg WL per Cell at 29.0 um
* Layout Skew at 0.0385 ns
* DR vias at 79600
* Commonest cells post-synth: dfxtp_1, a21oi_1, nand2_1
* Vias per cell at 6.52
* Setup TNS at 0 ns
* Yosys Instances at 10200
* Synth Warn # at 1
* Clk latency late pin at 0.88 ns
* Sequential share of the synthesized area at 0.460
* Top cell by count, worst path: buf_4
* PortBufs at 73
* DR DRC count at 0
* Outcome: completed
* Power, Total at 1.85 mW
* Post-CTS Hold Fix Bufs at 0
* Core Area at 0.181 mm^2
* Final worst-path cycle share at 0.253
* CTS Root Cell: clkbuf_16
* TritonRoute pass-1 iters at 6
* Logic area at 0.0455 mm^2
* Tmin final at 24.55 ns
* GR Overflow Total at 0
* Post-synth cell types at 67
* Flop area at 0.0420 mm^2
* Crit-path max FO at 148
* Actual slew at the worst max-slew pin at 1.21 ns
* Max VDD drop at 0.0000142 V
* Global Route Usage Sum at 0.401
* Layout area overhead at 10.7%
* Final max-slew violation count at 0
* Max-slew headroom at 0.196
* CP Data Required Time at 97.70 ns
* Synth Flop Type: dfxtp_1
* Reg2reg start: mem[1652]
* First-pass GRT wire length at 520000 um
* Max-cap violations at 0
* Fillcell total at 15200
* FF-to-FF path depth at 5
* Hold EP: mem[823]
* Final Util at 0.558
* CP Class: in -> reg
* Count of library flops with an enable pin at 32
* CTS tree: done
## kinds of logic (layout without fill, tap and decap cells)
| group | Yosys count | after routing | share of synthesized area |
|---|---|---|---|
| AND-OR/OR-AND | 3032 | 3032 | 0.176 |
| buffers and inverters | 1196 | 829 | 0.0513 |
| AND/OR/NAND/NOR | 2941 | 2941 | 0.143 |
| other | 0 | 6 | 0 |
| flip-flops | 2080 | 2080 | 0.460 |
| multiplexers | 943 | 943 | 0.169 |
| adder cells (fa/ha/maj) | 2 | 2 | 0.000274 |
| XOR/XNOR | 3 | 3 | 0.000288 |
## report_power, final
group	switching, mW	total (mW)	internal, mW
combinational	0.112	0.140	0.0279
sequential	0.00241	0.862	0.859
clock	0.358	0.848	0.490
## tightest hold or removal path: cells and delay by family, from the launching register on
family | cells | cell delay (ns)
flip-flops | 1 | 0.31
AND/OR/NAND/NOR | 1 | 0.05
AND-OR/OR-AND | 1 | 0.05
## how the worst max path moves through the flow
stage | cells past startpoint | startpoint | end
5_1_grt | 9 | zeroize | mem[1126]
4_1_cts | 9 | zeroize | mem[1254]
6_report | 9 | zeroize | mem[1224]
## routing by layer
layer | global-route usage | vias up | wire, um
met3 | 0.190 | 896 | 48600
met4 | 0.193 | 20 | 21700
met2 | 0.566 | 4496 | 152000
met1 | 0.535 | 39000 | 131000
met5 | 0 | - | 326
li1 | - | 35300 | -
## registers in the layout (all words and copies together) (netlist names)
| register | cells |
|---|---|
| mem | 2048 |
| rdata_o | 32 |
## through the flow
| step | hold slack [ns] | setup slack [ns] | instances |
|---|---|---|---|
| detailed placement | 0.443 | 71.73 | 11800 |
| global route | 0.463 | 72.22 | 12200 |
| global placement | 0.435 | 71.82 | 11800 |
| floorplan | 0.429 | 73.97 | 10200 |
| CTS | 0.451 | 72.66 | 12200 |
| finish | 0.449 | 72.45 | 12200 |
## cell usage in the layout (no fill, tap or decap), drive strengths merged, types with 8 or more instances in the layout
master         synthesis  final
nand2               1665   1665
nand4                 14     14
dfxtp               2048   2048
a221oi                18     18
mux2                  28     28
o22ai                 13     13
inv                   37     43
nor3                  17     17
nor4b                 30     30
a21oi               2000   2000
nor2                 359    359
o2111ai               17     17
clkbuf               947    347
buf                  210    358
nor2b                  9      9
a41oi                  8      8
o221ai                22     22
mux4                 477    477
clkinv                 2     40
a22oi                 85     85
mux2i                438    438
nor4                  22     22
o21ai                750    750
o32ai                 35     35
nand3                788    788
clkdlybuf4s50          0     34
or3                   12     12
a2111oi               13     13
edfxtp                32     32
a21o                   9      9
a31oi                 21     21
## final cells by class
| cell class | count | share of cell area |
|---|---|---|
| inverters | 39 | 0.00150 |
| diodes | 6 | 0.000149 |
| clock buffers | 347 | 0.0664 |
| clock inverters | 51 | 0.00569 |
| flip-flops and latches | 2080 | 0.416 |
| well taps | 2370 | 0.0294 |
| repair buffers | 392 | 0.0310 |
| multi-input cells | 6921 | 0.450 |
Power and IR drop assume default switching activity.
