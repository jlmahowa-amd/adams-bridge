--- flow/design.v ---
package abr_ahb_defines_pkg;
  parameter ABR_H_OKAY=1'b0;
  parameter ABR_H_ERROR=1'b1;
endpackage
package abr_prim_pkg;
  typedef enum logic [31:0] {
    ImplGeneric,
    ImplXilinx,
    ImplBadbit
  } impl_e;
endpackage : abr_prim_pkg
package abr_prim_sparse_fsm_pkg;
  typedef enum logic {Idle, Done} state_t;
endpackage : abr_prim_sparse_fsm_pkg
package abr_prim_subreg_pkg;
  typedef enum logic [2:0] {
    SwAccessRW  = 3'd0,  
    SwAccessRO  = 3'd1,  
    SwAccessWO  = 3'd2,  
    SwAccessW1C = 3'd3,  
    SwAccessW1S = 3'd4,  
    SwAccessW0C = 3'd5,  
    SwAccessRC  = 3'd6   
  } sw_access_e;
endpackage
package decompose_defines_pkg;
    typedef enum logic {DCMP_RD_IDLE, DCMP_RD_MEM} dcmp_read_state_e;
    typedef enum logic {DCMP_WR_IDLE, DCMP_WR_MEM} dcmp_write_state_e;
    localparam sign_op = 'h0,
               verify_op = 'h1;
    typedef logic dcmp_mode_t;
endpackage
package makehint_defines_pkg;
    typedef enum logic [2:0] {MH_IDLE, MH_RD_MEM, MH_WAIT1, MH_WAIT2, MH_FLUSH_SBUF, MH_RD_IBUF_LOW, MH_RD_IBUF_HIGH, MH_RD_IBUF_MID} mh_read_state_e;
endpackage
package norm_check_defines_pkg;
    parameter z_bound = 2'h0, r0_bound = 2'h1, ct0_bound = 2'h2;
    typedef logic [1:0] chk_norm_mode_t;
    typedef enum logic [1:0] {CHK_IDLE, CHK_RD_MEM, CHK_DONE} chk_read_state_e;
endpackage
package power2round_defines_pkg;
    typedef enum logic [1:0] {T_RD_IDLE, T_RD_MEM, T_RD_DONE} power2round_read_state_type;
    typedef enum logic [1:0] {SK_WR_IDLE, SK_WR_WAIT, SK_WR_MEM, SK_WR_DONE} power2round_sk_write_state_type;
    typedef enum logic [1:0] {PK_WR_IDLE, PK_WR_API, PK_WR_DONE} power2round_pk_write_state_type;
endpackage
package sib_pkg;
  typedef enum logic [1:0] {
    SIB_IDLE         = 2'b00,
    SIB_SIGN_BUFFER  = 2'b01,
    SIB_ACTIVE       = 2'b10,
    SIB_DONE         = 2'b11
} sib_fsm_state_e;
endpackage
package sigdecode_h_defines_pkg;
    typedef enum logic [1:0] {SDH_RD_IDLE, SDH_RD_HINTSUM, SDH_RD_INIT, SDH_RD_EXEC} sdh_read_state_e;
    typedef enum logic [1:0] {SDH_WR_IDLE, SDH_WR_INIT, SDH_WR_MEM} sdh_write_state_e;
endpackage
package skdecode_defines_pkg;
    typedef enum logic [2:0] {SKDEC_RD_IDLE, SKDEC_RD_STAGE, SKDEC_RD_S1, SKDEC_RD_S2, SKDEC_RD_T0} skdec_read_state_e;
    typedef enum logic [2:0] {SKDEC_WR_IDLE, SKDEC_WR_STAGE, SKDEC_WR_S1, SKDEC_WR_S2, SKDEC_WR_T0} skdec_write_state_e;
endpackage
module abr_piso
  #(
     parameter PISO_BUFFER_W    = 1344
    ,parameter PISO_INPUT_RATE  = 1088
    ,parameter PISO_OUTPUT_RATE = 80
  )
  (
    input logic                          clk,
    input logic                          rst_b,
    input logic                          zeroize,
    input  logic                         valid_i,
    output logic                         hold_o,
    input  logic [PISO_INPUT_RATE-1:0]   data_i,
    output logic                         valid_o,
    input  logic                         hold_i,
    output logic [PISO_OUTPUT_RATE-1:0]  data_o
  );
  parameter PISO_PTR_W = $clog2(PISO_BUFFER_W);
  parameter BUFFER_W_DELTA = PISO_BUFFER_W - PISO_INPUT_RATE;
  logic [PISO_BUFFER_W-1:0] buffer, buffer_d;
  logic [PISO_PTR_W-1:0] buffer_wr_ptr, buffer_wr_ptr_d;
  logic buffer_wr, buffer_rd;
  logic update_buffer;
  always_comb hold_o = buffer_wr_ptr > (PISO_BUFFER_W - PISO_INPUT_RATE);
  always_comb data_o = buffer[PISO_OUTPUT_RATE-1:0];
  always_comb valid_o = buffer_wr_ptr >= PISO_OUTPUT_RATE;
  always_comb buffer_wr = valid_i & ~hold_o;
  always_comb buffer_rd = valid_o & ~hold_i;
  always_comb update_buffer = buffer_rd | buffer_wr;
  always_ff @(posedge clk or negedge rst_b) begin
    if (!rst_b) begin
      buffer <= '0;
      buffer_wr_ptr <= '0;
    end else if (zeroize) begin
      buffer <= '0;
      buffer_wr_ptr <= '0;
    end else if (update_buffer) begin
      buffer <= buffer_d;
      buffer_wr_ptr <= buffer_wr_ptr_d;
    end 
  end
  always_comb begin
    unique case ({buffer_rd, buffer_wr}) 
      2'b00 : buffer_wr_ptr_d = buffer_wr_ptr;
      2'b01 : buffer_wr_ptr_d = buffer_wr_ptr + PISO_INPUT_RATE;
      2'b10 : buffer_wr_ptr_d = buffer_wr_ptr - PISO_OUTPUT_RATE;
      2'b11 : buffer_wr_ptr_d = buffer_wr_ptr + (PISO_INPUT_RATE - PISO_OUTPUT_RATE);
      default : buffer_wr_ptr_d = buffer_wr_ptr;
    endcase
  end
  always_comb begin
    unique case ({buffer_rd, buffer_wr}) 
      2'b00 : buffer_d = buffer;
      2'b01 : buffer_d = PISO_BUFFER_W'({{BUFFER_W_DELTA{1'b0}},data_i} << buffer_wr_ptr) | buffer;
      2'b10 : buffer_d = PISO_BUFFER_W'(buffer >> PISO_OUTPUT_RATE);
      2'b11 : buffer_d = PISO_BUFFER_W'({{BUFFER_W_DELTA{1'b0}},data_i} << (buffer_wr_ptr - PISO_OUTPUT_RATE)) | PISO_BUFFER_W'(buffer >> PISO_OUTPUT_RATE);
      default : buffer_d = buffer;
    endcase
  end
endmodule
--- flow/run.sh ---
#!/bin/bash
# OpenROAD 26Q1-2900-gdf79404cd8, Yosys 0.63+post, stock flow scripts
make -C /OpenROAD-flow-scripts/flow DESIGN_CONFIG=/design/flow/config.mk WORK_HOME=/design/flow/orfs finish
--- flow/config.mk ---
export PLATFORM = sky130hd
export DESIGN_NAME = abr_piso
export DESIGN_NICKNAME = abr_piso
export VERILOG_FILES = /design/flow/design.v
export SDC_FILE = /design/flow/constraint.sdc
export NUM_CORES = 4
export LEC_CHECK = 1
export CORE_UTILIZATION = 30
--- flow/constraint.sdc ---
current_design abr_piso

set clk_period 651.7
set clk_io_pct 0.2

create_clock -name clk0 -period $clk_period [get_ports {clk}]

set non_clock_inputs [all_inputs -no_clocks]
set_input_delay [expr $clk_period * $clk_io_pct] -clock clk0 $non_clock_inputs
set_output_delay [expr $clk_period * $clk_io_pct] -clock clk0 [all_outputs]
==> reports/metrics.yaml <==
postCtsResizedCells: 0
grt_pass1_vias: 302000
grt_pass1_wl_um: 3060000
syn_area_per_cell_um2: 8.72
placed_area_mm2: 0.229
clk_path_buf_depth: 4
stop_stage: "global routing"
yosys_area_mm2: 0.210
syn_inst: 24000
grt_overflow: 6708
ioPinCount: 1175
grtUsageTotal_pct: 64.4
postCtsSetupRepairBufs: 0
place_hpwl_um: 1330000
yosys_cells: 24000
row_count: 306
die_width_um: 838
globalplace.congestion: 2.23
port_buffers: 1174
clock-sinks: 1351
async_flop_share_pct: 100
htree_levels: 4
cts_root_buf: "clkbuf_16"
yosysWarnings: 1
ys_types: 93
grt_max_degree: 118
ys_ff: 1351
error_line: "[ERROR GRT-0116] Global routing finished with congestion. Check the congestion regions in the DRC Viewer."
yosys_most_used_dff: "dfrtp_1"
yosys.stat.seqShare_pct: 16.1
hold_buffers: 0
cts_buffers: 185
dpl.cell_count: 32600
fp-utilization_pct: 30.2
edf_count: 0
status: "aborted with a tool error"
syn-cell-area_mm2: 0.210
die.size.y_um: 838
==> cells in the mapped netlist (917+ instances only) <==
master	instances	share of area, %
buf_2	918	2.2
nand2_1	2902	5.2
a21oi_1	1674	4.0
clkbuf_1	1223	2.2
mux2i_1	2156	10
dfrtp_1	1351	16
nor3_1	917	2.2
a211oi_1	1075	3.9
nor2_1	2211	4.0
mux2_2	1036	5.6
mux4_2	2224	24
o21ai_0	1492	3.6
==> cell families after synthesis <==
logic type | after synthesis | share of synthesized area, %
compound gates | 7363 | 23.7
xor+xnor | 7 | 0.0400
fa+ha+maj | 5 | 0.0299
simple gates | 6813 | 13.6
flops | 1351 | 16.1
mux | 5416 | 39.8
buf+inv | 3067 | 6.73
==> per-layer routing <==
metal	track usage, %	overflow
met1	62.8	1005
met2	71.8	2707
met3	62.7	1421
met4	57.0	1425
met5	55.0	150
==> stage by stage <==
step,hold slack (ns),worst slack (ns),util (%)
CTS,0.456,516.35,33.9
floorplan,0.444,518.61,-
detailed placement,0.467,516.42,33.0
global placement,0.460,516.38,33.0
